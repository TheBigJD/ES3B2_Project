**/design/flow/config.mk**
```make
export PLATFORM = sky130hd
export DESIGN_NAME = debouncer
export DESIGN_NICKNAME = debouncer
export VERILOG_FILES = /design/flow/design.v
export SDC_FILE = /design/flow/constraint.sdc
export NUM_CORES = 4
export LEC_CHECK = 1
export CORE_AREA = 10 10 82 82
export DIE_AREA = 0 0 92 92
```
**/design/flow/constraint.sdc**
```tcl
current_design debouncer

set clk_period 2.2
set clk_io_pct 0.2

create_clock -name clk0 -period $clk_period [get_ports {clk}]

set non_clock_inputs [all_inputs -no_clocks]
set_input_delay [expr $clk_period * $clk_io_pct] -clock clk0 $non_clock_inputs
set_output_delay [expr $clk_period * $clk_io_pct] -clock clk0 [all_outputs]
```
**/design/flow/design.v**
```verilog
`timescale 1ns / 1ps
module debouncer(
    input clk,
    input In0,  
    input In1,
    output reg Out0,  
    output reg Out1
    );
	parameter delay_time = 19;  
    reg [4:0]count0, count1;  
    reg Iv0=0,Iv1=0;
    reg out0, out1;
always@(posedge(clk))
begin
	if (In0==Iv0) 
		begin
			if (count0==delay_time)  
				begin
					Out0<=In0;  
				end
			else count0<=count0+1; 
		end
	else 
		begin
			count0<= "00000";  
			Iv0<=In0; 		 
		end
	if (In1==Iv1)   
		begin
			if (count1==delay_time)
				begin
					Out1<=In1;
				end
			else count1<=count1+1;
		end
	else 
		begin
			count1<= "00000";
			Iv1<=In1;
		end
end
endmodule
```
**/design/flow/run.sh**
```bash
#!/bin/bash
# OpenROAD 26Q1-2900-gdf79404cd8, Yosys 0.63+post, stock flow scripts
make -C /OpenROAD-flow-scripts/flow DESIGN_CONFIG=/design/flow/config.mk WORK_HOME=/design/flow/orfs finish
```
==> results.txt <==
Implementation numbers.

- The global routing usage on met3 reads 0.0115.
- Per the cell usage report, the commonest logic cells after layout are sky130_fd_sc_hd__dfxtp_1, sky130_fd_sc_hd__nor2_1, sky130_fd_sc_hd__xor2_1.
- The final setup violation count reads 0.
- The post-synthesis register bit count is 14.
- The wire length per cell reads 7.11 um.
- The total power divided by cell area reads approximately 1000 mW/mm^2.
- The die is 92 um wide.
- The count of buffers added by post-CTS timing repair for setup is 0.
- The die height is about 92 um.
- The number of standard cells in the layout, taps in and fillers out is 125.
- The leakage component of the power reads between 0.2 and 0.3 nW.
- The detailed placer's ending HPWL is 679 um.
- The post-cts repair resize count is 0.
- Among all stages on the critical path, the largest delay is contributed by sky130_fd_sc_hd__clkdlybuf4s50_1.
- The number of cells on the worst hold path is 2.
- The area growth from synthesis to layout is 32.4%.
- The maximum number of pins on one net before global-route repair is 9.
- The depth of the CTS H-tree reads 1.
- The longest incremental delay of any stage on the critical path is reported as 520 ps.
- The end of the worst register-to-register path reads Out0.
- The synthesized netlist was found by Yosys to have 47 cells.
- The layout cell share with drive strength beyond 1 reads 0.109.
- The initial antenna violation count came to 0.
- TritonCTS built the clock tree.
- The final timing report lists clock skew as 1.16 ps.
- The max-slew check reports its worst relative slack as 0.643.
- In the global route stage, met1 resource usage came out at 0.0293.
- The number of detailed-route iterations in the first pass reads 2.
- The count of pins over their slew limit is 0.
- The netlist area before placement is 563 sq um.
- The initial utilization of the core area, before any placement, comes to 0.111.
- The highest-count logic cell in the final layout reads sky130_fd_sc_hd__dfxtp_1.
- The final period utilization reads 0.707.
- As reported, the later end of the worst-skew pair has a clock insertion delay of 240 ps.
- The total number of warnings across the stage logs reads 25.
- The type of element capturing the critical path reads a flip-flop.
- In the hold report, the worst path ends at count0[4].
- The total power consumption of the routed design is ~0.00074 W.
- The number of distinct standard cells referenced by the synthesized netlist reads 13.
- The number of clock sinks came to 14.
- At the worst endpoint, the arrival time is 1430 ps.
- The via total after detailed routing reads approximately 340.
- The synthesized netlist has a Yosys-reported chip area of 563 sq um.
- The number of top-level pins reads 5.
- The critical register-to-register path startpoint reads count0[0].
- The critical path endpoint has a required time of ~2100 ps.
- The worst setup path is of the input port to flip-flop kind.
- The total congestion overflow after global routing is 0.
- Setup repair after global routing left no endpoint under its margin.
- For the final routed database, the setup TNS stands at 0 ps.
- The final core utilization reads 0.147.
- For the finished layout, the period the worst path requires is 1550 ps.
- The largest fanout on the critical path is 7.
- The top cell family by delay on the critical path is buffers and inverters.
- The routed via count divided by cell count is between 2 and 3.
- The total CTS buffers reads 3.
- The number of inserted diodes reads 0.
- The script reports the combined buffer and inverter count of the critical path as 1.
- The mean cell area of the mapped netlist reads around 12 sq um.
- The met2 track utilization from global routing is 0.0329.
- The total routed wirelength is approximately 890 um.
- The yosys warning tally is 1.
- Traced cell by cell, the critical path runs through clkdlybuf4s50_1 > xor2_1.
- The floorplan has 26 rows.
- The total global routing track utilization reads 0.0221.
- The slew at the pin closest to its max-slew limit is 534 ps.
- The wire length of the first global-routing pass is about 1600 um.
- The placeable core region is around 0.0051 sq mm.
- The type of the most critical hold path reads flip-flop to flip-flop.
- The number of endpoints with negative hold slack in the final report is 0.
- The flow ran to the end, and the final reports show no timing, DRC or antenna violations.
- The worst setup path is launched from an input port.
- The startpoint of the worst hold path is count0[4].
- The count of filler cells inserted in the layout reads 574.
- The number of port buffers is 4.
- In the routed design, unresolved DRC markers number 0.
- The number of placed instances with taps included reads 121.
- The depth of the most critical reg-to-reg path reads 3.
- The count of nets left with antenna violations after detail routing is 0.
- The number of buffers between clock root and the deepest sink is 2.
- The reg-to-reg setup timing slack reads roughly 890 ps.
- The peak ir drop on the vdd network reads around 450 uV.
- The registers of the reported paths see a clock transition of 50 ps.
- After floorplanning, the die was sized to cover 0.00846 sq mm.
- In this build the clock could be raised as far as 643 MHz.
- The cell chosen for the clock root reads sky130_fd_sc_hd__clkbuf_8.
- In this run, the number of DRC markers left after iteration 0 of detailed routing was 7.
- Looking at the global route congestion table, the highest-usage layer is met2.
- The weighted congestion reported at the end of routability-driven placement is 0.704.
- The run reported a max-capacitance violation count of 0.
- The sequential-to-total area share from yosys stat is 0.569.
- The number of buffers added to fix hold violations after cts reads 0.
- The gate count after technology mapping is 47.
- The via count of the first global-routing pass reads ~370.
## state kept, by name, summed over array words and instances (netlist names)
signal,flops
Iv0,1
Out1,1
count1,5
Out0,1
count0,5
Iv1,1
## layer usage
layer	up-vias	routed length [um]
met1	157	418
met5	-	0
met3	0	48
met2	7	422
met4	0	0
li1	173	-
## how the worst max path moves through the flow
stage	start	endpoint	slack, ps	cells past startpoint
4_1_cts	In0	Iv0	650	2
6_report	In0	Iv0	650	2
5_1_grt	In0	Iv0	570	2
## cell usage after synthesis
library cell,instances,area (sq um)
sky130_fd_sc_hd__dfxtp_1,10,200
sky130_fd_sc_hd__mux2i_1,2,20.0
sky130_fd_sc_hd__nor2b_2,1,8.76
sky130_fd_sc_hd__and4bb_4,1,16.3
sky130_fd_sc_hd__nand4bb_1,1,11.3
sky130_fd_sc_hd__nor3_1,1,5.00
sky130_fd_sc_hd__nor2_1,8,30.0
sky130_fd_sc_hd__nand3_1,4,20.0
sky130_fd_sc_hd__edfxtp_1,4,120
sky130_fd_sc_hd__xor2_1,7,61.3
sky130_fd_sc_hd__ha_1,2,25.0
sky130_fd_sc_hd__xnor2_1,3,26.3
sky130_fd_sc_hd__nand2b_1,3,18.8
## layout make-up
| cell class | instances | area (sq um) | share of cell area |
|---|---|---|---|
| Multi-Input combinational cell | 33 | 243 | 0.326 |
| Sequential cell | 14 | 320 | 0.430 |
| Clock buffer | 4 | 55.1 | 0.0738 |
| Tap cell | 70 | 87.6 | 0.117 |
| Timing Repair Buffer | 4 | 40.0 | 0.0537 |
## where the power goes
group | leakage (nW) | internal [W] | switching (W)
registers | 0.120 | 0.000313 | 0.0000374
clock network | 0.0288 | 0.000158 | 0.0000825
logic | 0.108 | 0.0000771 | 0.0000678
## worst register-to-register path, delay by kind of cell, from the launching register on
kind | cells | cell delay, ps
simple gates | 2 | 440
flops | 1 | 370
fa+ha+maj | 1 | 220
## per-stage QoR
step	setup slack [ps]	instance area, sq um	hold WS [ps]
3_5_place_dp	403	691	502
6_report	645	746	515
5_1_grt	569	746	531
3_3_place_gp	501	691	485
4_1_cts	648	746	521
2_1_floorplan	965	563	464
## kinds of logic after synthesis
family	Yosys count	share of synthesized area
simple gates	19	0.196
flops	14	0.569
xor+xnor	10	0.156
mux	2	0.0356
fa+ha+maj	2	0.0444
Power figures rest on the tool's default switching activity, not on a simulated workload.
